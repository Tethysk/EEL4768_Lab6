## flow/run.sh

```bash
#!/bin/bash
# OpenROAD 26Q1-2900-gdf79404cd8, Yosys 0.63+post, stock flow scripts
make -C /OpenROAD-flow-scripts/flow DESIGN_CONFIG=/design/flow/config.mk WORK_HOME=/design/flow/orfs finish
```

## flow/constraint.sdc

```tcl
current_design extender

set clk_period 1.0
set clk_io_pct 0.2

create_clock -name clk0 -period $clk_period

set non_clock_inputs [all_inputs -no_clocks]
set_input_delay [expr $clk_period * $clk_io_pct] -clock clk0 $non_clock_inputs
set_output_delay [expr $clk_period * $clk_io_pct] -clock clk0 [all_outputs]
```

## flow/config.mk

```make
export PLATFORM = sky130hd
export DESIGN_NAME = extender
export DESIGN_NICKNAME = extender
export VERILOG_FILES = /design/flow/design.v
export SDC_FILE = /design/flow/constraint.sdc
export NUM_CORES = 4
export LEC_CHECK = 1
export CORE_AREA = 10 10 70 70
export DIE_AREA = 0 0 80 80
```

## flow/design.v

```verilog
module extender(
D,
Sign,
Byte,
Y
);
input [15:0] D;
input Sign, Byte;
output [31:0] Y;
wire [15:0] D;
wire Sign, Byte;
wire [31:0] Y;
assign Y = Sign ? (Byte ?{ {24{D[7]}},D[7:0]}:{{16{D[15]}},D[15:0]}):(Byte?{24'b0,D[7:0]}:{16'b0,D[15:0]});
endmodule
```

==> results.toml <==
# yosys + openroad results
[status]
status = "finished, violations left"
failed_checks = "setup timing"

[logic_synthesis]
yosys.stat.seqShare = 0
mux_share = 0
synthCells = 43
synthAoiAreaFrac = 0.157
ys_warn_count = 0
topCombFamilyByArea = "buffers and inverters"
ys_cells = 43
synthSimpleGateAreaFrac = 0.131
synth_area_um2 = 295
synth.distinct_cells = 8
xor_share = 0
synth_area_per_cell_um2 = 6.87
fa_ha_area_frac = 0
yosys.stat.chipArea_um2 = 295

[placed_design]
dpl_cell_area_um2 = 587
dp_hpwl_um = 944
place.gp.congestion = 0.688
dp_worst_setup_slack_ns = -0.841
port_buffers = 36

[run]
tool_warnings = 35
max_cap_violations = 0

[hold_path]
hold_path_class = "input pin to output port"

[power_and_ir_drop]
p_sw_w = 0.0000813
p_clk_frac = 0
internal-power_w = 0.000196
seq_power_share = 0
p_sw_frac = 0.293
peakVddDrop_mv = 0.136
p_per_area_mw_per_mm2 = 402
pwr-share-comb = 1.000
leakage_nw = 0.378

[grt]
grt_max_degree = 9
grt_use_total = 0.0353
grt_pass1_wl_mm = 1.81
grt.overflow.total = 0
antenna_found_initial = 0
grt_pass1_vias = 365

[critical_path]
worstSetupStartpointType = "input pin"
slowest_delay_ns = 0.21
worst_setup_path_end_kind = "output port"
critPathKind = "input pin to output port"
cpMostUsedCell = "buf_6"
crit_slowest_cell = "a21boi_4"
cp.arrival_ns = 1.08
path_cells = "buf_6 > nand2b_4 > a21boi_4 > clkbuf_16 > buf_6 > buf_6 > buf_6"
cp.required_ns = 0.80
cp_max_fo = 4
path_delay_family = "buffers and inverters"
critPathBufInv = 5

[sta]
relSlewSlack = 0.861
hold_viol = 0
finalSetupViolCount = 24
slew_violations = 0
rsz0062_at_grt = "true"
fin_tns_setup_ns = -3.96
max_freq_mhz = 780
period_used_share = 1.28
setup_slack_ns = -0.283
period_needed_ns = 1.28
tightest_slew_ns = 0.208

[floorplanning]
die_w_um = 80
fp_util = 0.0864
rows = 21
die_y_um = 80
die-area_mm2 = 0.00640
io_pins = 50
core_area_mm2 = 0.00342

[routing]
drc = 0
drt_wl_total_mm = 1.25
wl_per_cell_um = 10.5
via_per_inst = 2.84
vias = 338
drtPass1Iterations = 1
first_iter_violations = 0
diodes = 0
ant_nets = 0

[cells_and_area]
n_fill_cell = 385
fin_util = 0.202
n_clock_buffer = 0
area_growth_pct = 134
design_area_um2 = 691
seq_cell_count = 0
drive_gt1_frac = 0.699
register_area_um2 = 0
[per-layer routing]
metal / track usage / vias up / part of all wire
li1: - / 169 / -
met1: 0.0396 / 138 / 0.37
met2: 0.0522 / 31 / 0.40
met3: 0.0318 / 0 / 0.23
met4: 0 / 0 / 0
met5: 0 / - / 0
[cell usage after synthesis]
master	number	share of area
a21boi_2	1	0.038
buf_4	23	0.58
buf_6	1	0.038
inv_1	7	0.089
nand2_1	2	0.025
nand2b_4	1	0.047
nand3_4	1	0.059
o21ai_0	7	0.12
[placed cells by master (no fill, tap or decap), drive strengths merged]
cell type | netlist | routed
a21boi | 1 | 1
inv | 7 | 7
clkbuf | 0 | 1
nand2b | 1 | 1
dlygate4sd2 | 0 | 9
o21ai | 7 | 7
buf | 24 | 44
nand2 | 2 | 2
nand3 | 1 | 1
[power groups by stage]
stage                 registers, W  clock network, W  logic, W
after CTS                        0                 0  0.000270
after global routing             0                 0  0.000303
final                            0                 0  0.000277
[cell type report]
type                       instances  area (um^2)  area share
tap                               46         57.6      0.0833
inverter                           7         26.3      0.0380
timing repair buffer              54          505       0.732
multi-input combinational         12          101       0.147
[cell families after synthesis]
group | Yosys count
AOI/OAI and AO/OA | 8
buffers and inverters | 31
and+or+nand+nor | 4
[through the flow]
stage,power (W),cells,hold slack [ns]
after global routing,0.000303,119,0.400
final,0.000277,119,0.400
after floorplan,0.000101,43,0.460
after detailed placement,0.000237,106,0.400
after global placement,0.000235,106,0.400
after CTS,0.000270,118,0.400
[path summary, 6_finish.rpt]
check,from,end,cells past startpoint
worst max-delay path,Byte,Y[18],7
worst min-delay path,D[0],Y[0],0
[timing repair]
item                                    4_1_cts  5_1_grt
pin swaps                                     9        1
endpoints found under the setup margin       25       24
hold buffers                                  0        0
resized                                     127        6
buffers inserted                             11        1
cloned                                        1        0
Power figures rest on the tool's default switching activity, not on a simulated workload.
