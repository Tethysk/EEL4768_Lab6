--- flow/design.v ---
module mux21(
D0,
D1,
S,
Y
);
parameter WIDTH = 32;
input [WIDTH-1:0] D0;
input [WIDTH-1:0] D1;
input S;
output [WIDTH-1:0] Y;
wire [WIDTH-1:0] D0;
wire [WIDTH-1:0] D1; 
wire S;
wire [WIDTH-1:0] Y;
assign Y = S ? D1 : D0;
endmodule
module mux41(
D0,	 
D1,  
D2,  
D3,  
S,   
Y	 
);
parameter WIDTH = 32;
input [WIDTH-1:0] D0;
input [WIDTH-1:0] D1;
input [WIDTH-1:0] D2;
input [WIDTH-1:0] D3;  
input [1:0] S;
output [WIDTH-1:0] Y;
wire [WIDTH-1:0] D0;
wire [WIDTH-1:0] D1;
wire [WIDTH-1:0] D2;
wire [WIDTH-1:0] D3;
wire [WIDTH-1:0] Y;
wire [1:0] S;
assign Y = S[1]?(S[0]? D2:D3):(S[0]?D0:D1);
endmodule
--- flow/run.sh ---
#!/bin/bash
# OpenROAD 26Q1-2900-gdf79404cd8, Yosys 0.63+post, stock flow scripts
make -C /OpenROAD-flow-scripts/flow DESIGN_CONFIG=/design/flow/config.mk WORK_HOME=/design/flow/orfs finish
--- flow/config.mk ---
export PLATFORM = sky130hd
export DESIGN_NAME = mux41
export DESIGN_NICKNAME = mux41
export VERILOG_FILES = /design/flow/design.v
export SDC_FILE = /design/flow/constraint.sdc
export NUM_CORES = 4
export LEC_CHECK = 1
export CORE_AREA = 10 10 76 76
export DIE_AREA = 0 0 86 86
--- flow/constraint.sdc ---
current_design mux41

set clk_period 1.5
set clk_io_pct 0.2

create_clock -name clk0 -period $clk_period

set non_clock_inputs [all_inputs -no_clocks]
set_input_delay [expr $clk_period * $clk_io_pct] -clock clk0 $non_clock_inputs
set_output_delay [expr $clk_period * $clk_io_pct] -clock clk0 [all_outputs]
==> impl_metrics.tcl <==
# collected from the flow reports
set metrics [dict create \
    timing.hold.ws_ps 1080 \
    fp_util_pct 19.8 \
    end_kind "output pin" \
    lay_top_count "dlygate4sd2_1" \
    setup_violations 0 \
    postCtsSetupBuffers 0 \
    rsz0062_at_grt "yes" \
    path_common_cell "buf_12" \
    hpwl_um 5300 \
    overflow 0 \
    outcome "finished clean" \
    crit_family "multiplexers" \
    crit_buf_inv 3 \
    grt_pass1_wl_um 9070 \
    worstPathCellList "buf_12 > buf_12 > mux4_2 > buf_2" \
    place_ws_ps -594 \
    final_cells 252 \
    syn_area_per_cell_um2 20.9 \
    fmax_mhz 672 \
    finalMaxSlewViolations 0 \
    period_needed_ps 1490 \
    synthCells 39 \
    wl_met1_um 2150 \
    vias_per_cell 4.74 \
    io_buffers 162 \
    p_leak_nw 1.09 \
    cap_violations 0 \
    wl_met3_um 638 \
    antenna_cells_inserted 0 \
    die_h_um 86 \
    ys_seq_share_pct 0 \
    setup_slack_ps 12.9 \
    drive_gt1_share_pct 36.6 \
    ys_area_um2 815 \
    core_um2 4120 \
    die_area_um2 7400 \
    antenna_found_initial 0 \
    area_delta_synth_final_pct 176 \
    worst_pin_slew_ps 173 \
    crit_fanout 9 \
    synth_stat.cells 39 \
    regArea_um2 0 \
    grt_pass1_vias 1436 \
    crit_type "input port to output pin" \
    highest_layer "met3" \
    synth_area_um2 815 \
    log.warning_count 35 \
    hold_class "input port to output pin" \
    finalPower_mw 0.539 \
    track_usage_pct 15.9 \
    gp_congestion 0.897 \
    worst-endpoint-required_ps 1200 \
    ys_types 5 \
    n_sequential_cell 0 \
    avgRoutedWirePerCell_um 23.4 \
    hold_viol_final 0 \
    place_inst 250 \
    cpMaxStageDelayCell "mux4_2" \
    ir_worst_vdd_mv 0.0861 \
    detail_route.iter0.violations 29 \
    slowest_delay_ps 500 \
    ctsHoldBuffers 0 \
    ios 162 \
    drc 0 \
    lay_top_cells "dlygate4sd2_1, buf_2, mux4_2" \
    wl_um 5890 \
    slew-limit-headroom_pct 88.5 \
    fin_crit_sh_pct 99.1 \
    grt_max_degree 13 \
    yosysWarnings 0 \
    rows 23 \
    vias 1195 \
    powerDensity_nw_per_um2 240 \
    clkbuf_count 0 \
    detail-route-antenna-nets 0 \
    met2_wirelength_um 3110 \
    arrival_ps 1190 \
    drtPass1Iterations 2 \
    die_w_um 86 \
    startpoint_type "input port" \
]
==> where the power goes <==
group | internal [mW] | total (mW) | switching (mW)
clock network | 0 | 0 | 0
registers | 0 | 0 | 0
logic | 0.403 | 0.539 | 0.137
==> cell type report <==
type                       instances  area, um^2
tap                               50        62.6
multi-input combinational         32         721
fill                             430        1870
timing repair buffer             170        1460
==> cells by family (layout without fill, tap and decap cells) <==
kind of cell           after synthesis  count (layout)  synth area share (%)
buffers and inverters                7             170                  10.6
multiplexers                        32              32                  89.4
==> synth_stat cells <==
cell type / n / area share, %
mux4_2: 30 / 83
buf_12: 3 / 7.4
buf_2: 3 / 1.8
mux4_1: 2 / 6.5
buf_6: 1 / 1.4
==> tightest hold or removal path: cells and delay by family <==
kind                   cells  cell delay [ps]
muxes                      1              210
buffers and inverters      2              280
==> stage by stage <==
step	instance area (um^2)	utilization [%]	setup TNS, ps
after floorplan	815	-	0
after global placement	2490	60.5	-18050
after CTS	2250	54.6	-3.92
after detailed placement	2490	60.5	-18310
after global routing	2250	54.6	-196
final	2250	54.6	0
==> path summary, 6_finish.rpt <==
| kind | slack, ps | cells past startpoint | from | end |
|---|---|---|---|---|
| setup / recovery | 10 | 4 | S[0] | Y[5] |
| hold / removal | 1080 | 3 | D1[30] | Y[30] |
==> per-layer routing <==
layer | GRT usage [%] | vias up
met5 | 0 | -
met4 | 0 | 0
met3 | 6.48 | 0
met2 | 28.2 | 86
met1 | 18.9 | 574
li1 | - | 535
==> repair_timing <==
action | 4_1_cts | 5_1_grt
gates resized | 243 | 2
gates cloned | 2 | 0
setup endpoints to repair | 32 | 26
Power is estimated from default activity; no workload was simulated.
