File: ./run.sh
#!/bin/bash
# OpenROAD 26Q1-2900-gdf79404cd8, Yosys 0.63+post, stock flow scripts
make -C /OpenROAD-flow-scripts/flow DESIGN_CONFIG=/design/flow/config.mk WORK_HOME=/design/flow/orfs finish
File: ./config.mk
export PLATFORM = sky130hd
export DESIGN_NAME = pc
export DESIGN_NICKNAME = pc
export VERILOG_FILES = /design/flow/design.v
export SDC_FILE = /design/flow/constraint.sdc
export NUM_CORES = 4
export LEC_CHECK = 1
export CORE_AREA = 10 10 82 82
export DIE_AREA = 0 0 92 92
File: ./constraint.sdc
current_design pc

set clk_period 1.0
set clk_io_pct 0.2

create_clock -name clk0 -period $clk_period [get_ports {Clk}]

set non_clock_inputs [all_inputs -no_clocks]
set_input_delay [expr $clk_period * $clk_io_pct] -clock clk0 $non_clock_inputs
set_output_delay [expr $clk_period * $clk_io_pct] -clock clk0 [all_outputs]
File: ./design.v
module pc(
	NextPC, 
	Clk, 
	Reset, 
	PC
);
parameter WIDTH = 32;
parameter RESET_ADDR = 32'h0040_0000;
input [WIDTH-1:0] NextPC;
input Clk;
input Reset;
output [WIDTH-1:0] PC;
wire [WIDTH-1:0] NextPC;
wire Clk, Reset;
reg [WIDTH-1:0] PC;
always @ (posedge Clk)
begin
	if (Reset === 1'b1) begin
		PC = RESET_ADDR; 
		end
	else begin
		PC = NextPC;
	end		
end
endmodule
==> impl.org <==
* Implementation run

** Status
- The run finished with clean final reports.

** Run
- Max-Cap Viols :: 0
- OpenROAD warnings :: 25

** Clock network
- CTS H-tree lvls :: 2
- Longest Clk Path Bufs :: 2
- Looking at the clock tree report, the root buffer type is clkbuf_8.
- The number of setup buffers added after CTS is 0.
- On the reported timing paths, the clock transition at the registers reads 60 ps.
- Total CTS buffers :: 5
- Once the clock tree was built, the resizer swapped 66 gates to a different size.
- The clock drives 32 sinks.
- Post-cts hold-fix buffer tally :: 0
- TritonCTS built the clock tree.

** Detailed routing
- Detailed-route iteration 0 reported a violation count of 16.
- Router iterations before antenna repair :: 2
- Post-DRT Antenna Nets :: 0
- Final routed wire length divided by cell count :: 12.06 um
- Number of DRC violations after detailed routing :: 0
- Via Count :: 667
- Per the detail_route report, inserted antenna diodes total 0.
- After detailed routing, the total wire length is 2533 um.
- Per the detail_route report, vias per standard cell equal 3.176.

** Critical path
- Per the post-run analysis, buffers plus inverters along the critical path come to 1.
- Crit path largest cell delay :: 300 ps
- Launching element type of the critical path :: flip-flop
- End of the critical path :: PC[30]
- Critical Path, Cell by Cell :: clkdlybuf4s15_1
- The required time at the worst endpoint is listed as 800 ps.
- Broken down by cell family, the worst path's largest delay share belongs to flip-flops.
- Cell count along the critical path :: 1
- Critical-path maximum fanout :: 1
- The critical path starts at PC[30].
- The data arrival time reported for the critical path is 760 ps.
- Standard cell with the maximum stage delay on the critical path :: dfxtp_1
- Crit path kind :: flip-flop to output port
- STA classifies the critical path endpoint as an output port.

** Global routing
- The initial antenna violation count was 0.
- Entering global routing, the biggest net connects 21 pins.
- Global routing used 6.169% of the available tracks across all layers.
- First-pass GRT wire length :: 4195 um
- The via count of the first global-routing pass was 773.
- Global routing finished with a remaining overflow of 0.

** Cells and area
- Number of flip-flops under the largest register name :: 32
- Area growth from synthesis to layout :: 95.06%
- Fill cell count :: 542
- After the flow finishes, the layout carries non-filler instances totaling 210.
- Fraction of final layout cells with drive strength greater than 1 :: 23.57%
- The most common logic cells in the final layout are clkdlybuf4s50_1, nor2b_1, clkdlybuf4s15_1.
- Top cell excl fill/tap :: clkdlybuf4s50_1

** Yosys
- The synthesized netlist was found by Yosys to have 67 cells.
- Synth Seq Share :: 74.31%
- Total standard cell area after synthesis :: 862.1 um^2
- The post-synth register bit count is 32.
- The warning tally printed by Yosys for this design is 1.
- Post-synth top area cell :: dfxtp_1
- Per the post-synthesis stats, the area per cell is 12.87 um^2.
- Yosys stat chip area :: 862.1 um^2
- Synthesized instance count :: 67
- By area the synthesized netlist is led by dfxtp_1, nor2b_1, buf_6.
- Library cells used by synthesis :: 5
- The top cell type by area accounts for 74.31% of the synthesized area.

** Place
- Cell count after placement :: 202
- At the placement stage, the worst setup path has a slack of -142.5 ps.
- Port Buffer Count :: 65
- Gpl congestion :: 0.7294

** Timing
- Timing would allow up to 1043 MHz.
- Setup repair after global routing left no endpoint under its margin.
- Relative slew slack :: 86.40%
- Looking at the max-slew report, the worst-margin pin has a slew of 204.0 ps.
- Total count of hold-check failures in the final report :: 0
- Pins over their slew limit :: 0
- Final Setup Violations :: 0
- Final worst slack :: 41.54 ps
- Final Cycle Share :: 95.85%
- Min cycle time layout :: 958.5 ps

** Worst hold path
- Worst Hold Class :: primary input to flip-flop
- The startpoint identified for the worst hold timing path is NextPC[21].

** Floorplan
- In the floorplan report the effective utilization is 16.99%.
- Die outline height :: 92 um
- Row generation in the floorplan step produced 26 rows.
- IO Pins :: 66
- Placeable core region :: 0.005075 mm^2
- Die Size :: 0.008464 mm^2
- The die is 92 um wide.

** Power and ir drop
- The leakage power in the latest report is 0.0006859 uW.
- The highest supply drop recorded on VDD is 675.5 uV.
- Power spread over the standard cell area amounts to 1680 mW/mm^2.
[synthesized netlist by cell type (all sizes together)]
master  number
dfxtp       32
nor2b       31
buf          3
or2          1
[through the flow]
step	hold slack, ps	TNS [ps]	total power (uW)	util (%)	cell area (um^2)
after CTS	460.7	0	2913	33.97	1724
after floorplan	271.6	0	1429	-	862.1
after global placement	758.3	-3090	1716	31.80	1614
after detailed placement	759.3	-3243	1718	31.80	1614
after global routing	450.6	0	2994	33.14	1682
final	464.9	0	2825	33.14	1682
[logic make-up after synthesis]
group | synth area share (%)
DFF | 74.31
buffers and inverters | 2.467
and+or+nand+nor | 23.22
[worst min path at each step]
| stage | endpoint | slack (ps) | cells after the start |
|---|---|---|---|
| after CTS | PC[21] | 460 | 2 |
| final | PC[21] | 460 | 2 |
| after global routing | PC[21] | 450 | 2 |
[layer usage]
metal | global-route usage [%] | wire (um) | vias to the layer above
li1 | - | - | 343
met1 | 6.954 | 968 | 282
met2 | 9.176 | 1090 | 40
met3 | 4.695 | 438 | 2
met4 | 1.285 | 36 | 0
met5 | 0 | 0 | -
[report_power, final]
group,internal (uW),switching (uW)
Combinational,219,59.6
Sequential,1350,15.3
Clock,738,445
[area by class of cell]
cell class	count	area, um^2	area share [%]
tap	70	87.58	5.208
clock inverter	2	35.03	2.083
sequential	32	655.6	38.99
clock buffer	6	72.57	4.315
timing repair buffer	68	630.6	37.50
multi-input combinational	32	200.2	11.90
Power and IR drop assume default switching activity.
